--- flow/constraint.sdc ---
current_design MUX4to1

set clk_period 1.5
set clk_io_pct 0.2

create_clock -name clk0 -period $clk_period

set non_clock_inputs [all_inputs -no_clocks]
set_input_delay [expr $clk_period * $clk_io_pct] -clock clk0 $non_clock_inputs
set_output_delay [expr $clk_period * $clk_io_pct] -clock clk0 [all_outputs]
--- flow/design.v ---
`timescale 1ns / 1ps
module MUX4to1( O,A,B,C,D,SEL  );
parameter k=32;   
input [k-1:0] A,B,C,D;
input [1:0]SEL;
output [k-1:0]O;
reg [k-1:0]O;
always @ (*) begin
    case(SEL)
        2'b00:  O=A;
        2'b01:  O=B;
        2'b10:  O=C;
        2'b11:  O=D;
    endcase
end
endmodule
--- flow/config.mk ---
export PLATFORM = sky130hd
export DESIGN_NAME = MUX4to1
export DESIGN_NICKNAME = MUX4to1
export VERILOG_FILES = /design/flow/design.v
export SDC_FILE = /design/flow/constraint.sdc
export NUM_CORES = 4
export LEC_CHECK = 1
export CORE_AREA = 10 10 84 84
export DIE_AREA = 0 0 94 94
--- flow/run.sh ---
#!/bin/bash
# OpenROAD 26Q1-2900-gdf79404cd8, Yosys 0.63+post, stock flow scripts
make -C /OpenROAD-flow-scripts/flow DESIGN_CONFIG=/design/flow/config.mk WORK_HOME=/design/flow/orfs finish
==> results.ini <==
[layout]
clock_buffers=0
fillers=540
drive_above_1_share_pct=36.6
fin_cells=272
fin_util_pct=44.6
fin_area_sq_um=2320
flop-count=0
area_growth_pct=185
flop_area_sq_um=0
logic_area_sq_um=721

[synthesis]
top_area_cell=mux4_2
synthTopCellsByCount=30 x mux4_2, 3 x buf_12, 3 x buf_2, 2 x mux4_1, 1 x buf_6
seq_area_frac_synth_pct=0
top_cell=mux4_2
syn_inst=39
ys_chip_area_sq_um=815
top_area_share_pct=82.9
yosysWarnings=1
synth_area_sq_um=815
topCellsByArea=mux4_2 83%, buf_12 7.4%, mux4_1 6.5%
yosys_cells=39
syn_avg_cell_area_sq_um=20.9
ys_types=5

[clock_network]
postCtsHoldBufs=0

[final_timing]
slew_headroom_pct=89.9
rsz0062_at_grt=true
slew_viol_final=0
period_minus_slack_ns=1.50
finalHoldViolCount=0
setup_violations=1
fmax_mhz=666
worst_pin_slew_ns=0.152
period_used_pct=100
setup_ws_ns=-0.000438

[outcome]
failed_checks=setup timing
outcome=complete, but fails checks

[global_routing]
overflow=0
grt_pass1_vias=1401
grt_max_degree=17
grt_pass1_wl_mm=8.85
grt.total_usage_pct=13.3
antenna_found_initial=0

[route]
drt_iter0_drc=32
wl_mm=5.92
firstDrtPassIters=2
num_antenna_cells=0
avgRoutedWirePerCell_um=21.7
vias_per_cell=4.40
drcViolationCount=0
via_count=1198
ant_nets=0

[pwr]
powerDensity_nw_per_um2=242
power_frac_comb_pct=100.0
peakVddDrop_uv=125
netSwitchingFraction_pct=25.7
pwr-share-clk_pct=0
power_frac_seq_pct=0
p_leak_nw=1.11
p_total_mw=0.560
p_int_mw=0.416
switchingPower_mw=0.144

[place]
placed_area_sq_um=2490
port_buffers=162
gp_congestion=0.828
place_inst=267
dpl.hpwl_mm=5.06

[critical_path]
crit_slowest_cell=mux4_2
crit_path_max_fanout=6
crit_family=multiplexers
crit_buf_inv=3
slowest_delay_ns=0.50
worstPathArrival_ns=1.20
crit_type=input pin to output port
worstSetupEndpointType=output port
cpMostUsedCell=buf_16
worstPathCellList=buf_16 > buf_16 > mux4_2 > buf_2
worstPathRequired_ns=1.20
crit_path_start_kind=input pin

[flow_run]
warning_count=34
cap_violations=0

[die]
floorplan.core_util_pct=15.6
chip_area_sq_um=8840
die-height_um=94
io_pins=162
die_width_um=94
num_rows=26
core_sq_um=5200

[min_path]
hold_class=input pin to output port

==> power by group through the flow <==
stage	Sequential, mW	Clock [mW]	Combinational [mW]
5_1_grt	0	0	0.610
4_1_cts	0	0	0.576
6_report	0	0	0.560
==> what timing repair did <==
item                                    4_1_cts  5_1_grt
buffers inserted                              0        0
resized                                     248        0
gates cloned                                  5        0
endpoints found under the setup margin       32       31
endpoints found under the hold margin         0        0
==> final timing paths <==
check,cells past startpoint,slack [ns],start,end
max,4,-0.0004,SEL[0],O[1]
min,3,1.08,A[13],O[13]
==> kinds of logic (layout without fill, tap and decap cells) <==
logic type,count (synthesis),in the layout,synth area share [%]
mux,32,32,89.4
buf+inv,7,170,10.6
==> stage by stage <==
step	setup slack (ns)	TNS, ns	hold slack (ns)
2_1_floorplan	0.183	0	0.686
3_3_place_gp	-0.614	-18.78	1.60
3_5_place_dp	-0.614	-18.71	1.59
4_1_cts	-0.00319	-0.00543	1.09
5_1_grt	-0.0352	-0.484	1.10
6_report	-0.000438	-0.000438	1.08
==> cell type report <==
type | count | area share [%]
Multi-Input combinational cell | 32 | 31.1
Timing Repair Buffer | 170 | 65.2
Tap cell | 70 | 3.78
==> layout by cell type (no fill, tap or decap) <==
cell type	count
buf_12	3
buf_2	33
mux4_2	32
buf_16	6
dlygate4sd2_1	128
==> per-layer routing <==
| layer | up-vias | global-route usage (%) | wire [um] |
|---|---|---|---|
| met5 | - | 0 | 0 |
| met4 | 0 | 0.380 | 14 |
| met3 | 2 | 5.33 | 680 |
| met2 | 96 | 23.3 | 3030 |
| met1 | 562 | 15.9 | 2190 |
| li1 | 538 | - | - |
No activity file was given, so power comes from the tool's default toggle rates.
