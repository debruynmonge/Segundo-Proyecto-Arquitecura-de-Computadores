==> flow/design.v <==
`timescale 1ns / 1ps
module Mux2to1_64(O,A,B,SEL);
parameter k=64;
input [k-1:0]A,B;
input SEL;
output [k-1:0]O;
reg [k-1:0]O;
always @(*) begin
    case(SEL)
        1'b0: O=A;
        1'b1: O=B;        
    endcase
end
endmodule
==> flow/run.sh <==
#!/bin/bash
# OpenROAD 26Q1-2900-gdf79404cd8, Yosys 0.63+post, stock flow scripts
make -C /OpenROAD-flow-scripts/flow DESIGN_CONFIG=/design/flow/config.mk WORK_HOME=/design/flow/orfs finish
==> flow/config.mk <==
export PLATFORM = sky130hd
export DESIGN_NAME = Mux2to1_64
export DESIGN_NICKNAME = Mux2to1_64
export VERILOG_FILES = /design/flow/design.v
export SDC_FILE = /design/flow/constraint.sdc
export NUM_CORES = 4
export LEC_CHECK = 1
export CORE_AREA = 10 10 95 95
export DIE_AREA = 0 0 105 105
==> flow/constraint.sdc <==
current_design Mux2to1_64

set clk_period 1.0
set clk_io_pct 0.2

create_clock -name clk0 -period $clk_period

set non_clock_inputs [all_inputs -no_clocks]
set_input_delay [expr $clk_period * $clk_io_pct] -clock clk0 $non_clock_inputs
set_output_delay [expr $clk_period * $clk_io_pct] -clock clk0 [all_outputs]
==> out/writeup.txt <==
The run finished, with violations left. The final reports fail on negative setup slack. The fmax came out at 835.5 MHz. The max-capacitance violation count is 0, and the placer's final routability congestion estimate is 0.7179. Wires add up to 6715 um. Entering global routing, the biggest net connects 13 pins.

The final critical delay including setup and external delays came out at 1197 ps. The number of port buffers is 193, and the detailed-route DRC error count is 0. The run gives 1 for the warning count from the yosys run.

With the share of the cycle needed by the critical path after routing at 119.7%, the ratio of cells with drive above 1 in the final layout is 53.11%. The initialized floorplan defines 30 standard-cell rows. After synthesis, the largest area contributor takes up 83.62% of total cell area. Summing all non-filler instances in the final layout gives an area of 3131 um^2. Checking max transition, the worst relative margin is 93.16%. The standard cell area after detailed placement is 3090 um^2. The number of cells reported by Yosys stat comes to 71. Across all hold checks on the routed design, the worst slack comes to 704.6 ps. The launch point of the worst hold path is B[53]. The I/O pin count was 193; the post-synthesis cell count was 71. The arrival time of data at the worst endpoint is listed as 1000 ps.

In the hold report, the worst path ends at O[53]. Per the timing report, the biggest fanout along the worst path comes to 7. The run gives 369 as the number of standard cells in the layout, taps in and fillers out. Setup repair after global routing could not meet its margin everywhere.

Utilization after layout: 45.33%. The end-of-flow timing check tallies setup violations at 64. The synthesized design spends more area on one cell type than any other, namely sky130_fd_sc_hd__mux2_4. With the total grt overflow at 0, the length of the first detailed-routing pass in iterations is 4. The sequential cell area fraction in the yosys report is 0%. The first global-routing pass estimated 9494 um of wire. Between the synthesized netlist and the finished layout, the area growth was recorded as 190.6%. The core region is 6907 um^2. With the highest ir drop seen on vdd at 175.5 uV, the count of distinct cell types in the synthesized netlist is 4.

The mean number of vias per cell is 3.688, and the initial DRC count is 17. The average routed wire per standard cell was 18.20 um. The run gives 1077 um^2 as the total cell area reported by yosys after synthesis. Across the whole layout, storage elements account for 0 um^2.

The die extent in x was 105 um. Total instance count after detailed placement: 359. Power spread over the standard cell area amounts to 402.0 nW/um^2.

The nature of the critical path endpoint was a primary output. In this run the cell area of the synthesized design comes to 1077 um^2. Nets still carrying antenna violations after routing amount to 0. Per the detail_route report, inserted antenna diodes total 0. Setup total negative slack: -6792 ps. A synthesized cell averages 15.17 um^2. Detailed placement ended at an HPWL of 6063 um. Counting endpoints that fail hold in the final report gives 0.

OpenROAD emitted warnings numbering 34. Per the detail_route report, the via count comes to 1,361. With the effective utilization at floorplan at 15.60%, the die height is 105 um. The final layout report lists a clock buffer count of 0.

The global routing usage summed across all routing layers is 10.94%. The leakage power total was 1.689 nW; the total die area was 11,030 um^2. The transition time recorded at the tightest slew-check pin is 102.6 ps.

The main area contributors are sky130_fd_sc_hd__mux2_4 84%, sky130_fd_sc_hd__buf_12 11%, sky130_fd_sc_hd__mux2_2 4.2%. The kind of critical path is in2out. Path type of the worst min-delay path: in2out. With the final worst slack at -196.9 ps, the number of antenna violations at the first check in global routing is 0.

The worst setup path is launched from an input port. For the final count of pins violating max slew, the log shows 0. The run gives 0 for the number of hold buffers added after cts. In the hold timing report, the worst path depth is 3. The logs give 1,573 for the via count of the first global-routing pass and 800 ps for the required time of the worst setup path. The design has 0 sequential cells.
stage by stage:
stage	total power, mW	setup WS (ps)
2_1_floorplan	0.4080	2.550
3_3_place_gp	1.346	-559.0
3_5_place_dp	1.349	-549.1
4_1_cts	1.226	-211.2
5_1_grt	1.345	-219.0
6_report	1.259	-196.9
power by group:
group          internal (mW)  switching (mW)
clock network              0               0
logic                  0.971           0.288
registers                  0               0
total                  0.971           0.288
timing repair:
item,4_1_cts,5_1_grt
gates resized,356,18
setup buffers,6,3
gates cloned,2,0
endpoints found under the setup margin,64,63
layer usage:
layer	vias up	GRT usage, %	part of all wire (%)
li1	677	-	-
met1	611	10.62	33
met2	73	22.42	58
met3	0	3.913	8.7
met4	0	0	0
met5	-	0	0
layout by cell type, fill, tap and decap left out, drive strengths merged:
master / count
buf: 81
clkdlybuf4s15: 2
clkdlybuf4s50: 18
dlygate4sd2: 104
dlymetal6s2s: 4
mux2: 64
synth_stat cells, drive strengths merged:
cell  instances
buf           7
mux2         64
worst max-delay path by stage:
| stage | startpoint | to | slack [ps] | cells past startpoint |
|---|---|---|---|---|
| global route | SEL | O[17] | -220 | 5 |
| CTS | SEL | O[17] | -210 | 5 |
| finish | SEL | O[12] | -200 | 5 |
logic make-up after synthesis:
kind of cell | after synthesis | synth area share (%)
multiplexers | 64 | 87.80
buffers and inverters | 7 | 12.20
critical path, stage by stage:
cell,delay [ps]
sky130_fd_sc_hd__buf_16,120
sky130_fd_sc_hd__buf_12,130
sky130_fd_sc_hd__buf_12,130
sky130_fd_sc_hd__mux2_4,300
sky130_fd_sc_hd__buf_6,110
final cells by class:
cell class	count	area [um^2]
fill	683	3776
timing repair buffer	209	2053
multi-input combinational	64	957.2
tap	96	120.1
Power figures rest on the tool's default switching activity, not on a simulated workload.
