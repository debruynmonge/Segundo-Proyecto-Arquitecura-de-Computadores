`./run.sh`:
```
#!/bin/bash
# OpenROAD 26Q1-2900-gdf79404cd8, Yosys 0.63+post, stock flow scripts
make -C /OpenROAD-flow-scripts/flow DESIGN_CONFIG=/design/flow/config.mk WORK_HOME=/design/flow/orfs finish
```
`./config.mk`:
```
export PLATFORM = sky130hd
export DESIGN_NAME = fifo_flops
export DESIGN_NICKNAME = fifo_flops
export VERILOG_FILES = /design/flow/design.v
export SDC_FILE = /design/flow/constraint.sdc
export NUM_CORES = 4
export LEC_CHECK = 1
export CORE_UTILIZATION = 40
```
`./constraint.sdc`:
```
current_design fifo_flops

set clk_period 4.8
set clk_io_pct 0.2

create_clock -name clk0 -period $clk_period [get_ports {clk}]
create_clock -name clk1 -period $clk_period [get_ports {push}]

set non_clock_inputs [all_inputs -no_clocks]
set_input_delay [expr $clk_period * $clk_io_pct] -clock clk0 $non_clock_inputs
set_output_delay [expr $clk_period * $clk_io_pct] -clock clk0 [all_outputs]
```
`./design.v`:
```
module dff_async_rst (
  input data,
  input clk,
  input reset,
  output reg q);
  always @ ( posedge clk or posedge reset)    
    if (reset) begin
      q <= 1'b0;
    end  else begin
      q <= data;
    end
endmodule
module prll_d_reg #(parameter bits = 32)(
  input clk,
  input reset,
  input [bits-1:0] D_in,
  output [bits-1:0] D_out
);
  genvar i;
  generate
    for(i = 0; i < bits; i=i+1) begin:bit_
      dff_async_rst prll_regstr_(.data(D_in[i]),.clk(clk),.reset(reset),.q(D_out[i]));
    end
  endgenerate
endmodule
module fifo_flops #(parameter depth = 16,parameter bits = 32)(
  input [bits-1:0] Din,
  output reg [bits-1:0] Dout,
  input push,
  input pop,
  input clk,
  output reg full,
  output reg pndng,
  input rst
);
  wire [bits-1:0] q[depth-1:0];
  reg [$clog2(depth):0] count;
  reg [bits-1:0] aux_mux [depth-1:0];
  reg [bits-1:0] aux_mux_or [depth-2:0];
  genvar i;
  generate
    for(i=0;i<depth;i=i+1)begin:_dp_
       if(i==0)begin: _dp2_
         prll_d_reg #(bits) D_reg(.clk(push),.reset(rst),.D_in(Din),.D_out(q[i]));
         always@(*)begin
           aux_mux[i]=(count==i+1)?q[i]:{bits{1'b0}};
         end    
       end else begin: _dp3_
         prll_d_reg #(bits) D_reg(.clk(push),.reset(rst),.D_in(q[i-1]),.D_out(q[i]));
         always@(*)begin
           aux_mux[i]=(count==i+1)?q[i]:{bits{1'b0}};
         end    
       end
    end
  endgenerate
  generate
  for(i=0;i<depth-2;i=i+1)begin:_nu_
    always@(*)begin
      aux_mux_or[i]=aux_mux[i] | aux_mux_or[i+1];
    end
  end
  endgenerate
  always@(*)begin
    aux_mux_or[depth-2] = aux_mux [depth-1]|aux_mux[depth-2];
    Dout=aux_mux_or[0];  
  end
  always@(posedge clk)begin
  if(rst) begin
    count <= 0;
  end else begin
    case({push,pop})
      2'b00: count <= count;
      2'b01: begin
        if(count == 0) begin
          count <= 0;
        end else begin
          count <=count - 1;
        end
      end
      2'b10:begin
         if(count == depth)begin
           count <= count;
         end else begin
           count <= count+1;
        end
      end
      2'b11: count <= count;
    endcase
  end
  pndng <= (count==0)?{1'b0}:{1'b1};
  full <=(count == depth)?{1'b1}:{1'b0};
end
endmodule
```
==> impl_metrics.toml <==
# physical design summary
[critical_path]
timing.rr.start = "count[0]"
cp_max_fo = 2
worstSetupEndpointType = "register"
cp-start-kind = "clock port"
crit_required_ns = 4.96
cp-startpoint = "push"
critPathArrivalTime_ns = 4.89
crit_type = "clock port to register"

[synth]
synth.avg_cell_area_um2 = 15.9
yosys_warnings = 6
yosys_register_bits = 519
synth_cell_type_count = 64
synth-edff-count = 0
yosys.stat.seqShare = 0.749
ys_cells = 1088
yosys_most_used_dff = "sky130_fd_sc_hd__dfrtp_1"
mappedNetlistArea_mm2 = 0.0173
ys_async_sr_fraction = 0.987
synth_chip_area_mm2 = 0.0173
postSynthCellCount = 1088

[routing]
detail_route.wirelength_mm = 46.0
average_wire_per_standard_cell_um = 25.0
drt_iter0_drc = 806
total_drc_errors_in_the_routed_layout = 0
detail_route.vias_per_cell = 5.59
antenna_left = 0
vias = 10300
diodes = 0
drt_pre_antenna_iters = 5

[finish]
final_cell_mix = "sky130_fd_sc_hd__dfrtp_1, sky130_fd_sc_hd__clkbuf_16, sky130_fd_sc_hd__clkdlybuf4s50_1, sky130_fd_sc_hd__mux2i_1, sky130_fd_sc_hd__a22oi_1"
areaGrowthSynthToFinish_pct = 23.5
final_area_mm2 = 0.0213
num-fill-cells = 3380
drive_above_1_share = 0.163
final_layout_top_logic_cell = "sky130_fd_sc_hd__dfrtp_1"

[die]
standard_cell_row_count = 75
ioPinCount = 70
effective_utilization_at_floorplan = 0.409
core_mm2 = 0.0423
die_width_um = 210
die_height_um = 210
design.die.area_mm2 = 0.0441

[flow_run]
cap_violations = 0
stage_log_warnings = 58

[sta]
total_of_endpoints_with_negative_setup_slack_in_the_final_report = 0
grt_setup_unrepaired = "false"
final_hold_vios = 0
final.setup.tns_ns = 0
finalWorstSetupSlack_ns = 0.0750
timing_worst_slew_pin_value_ns = 0.968
finalMaxSlewViolations = 0
clock-skew-final_ns = 0.0161
timing.slew.headroom = 0.346

[global_routing]
grt_pass1_wl_mm = 69.6
total_grt_overflow = 0
largest_net_degree_at_the_start_of_global_routing = 143
antenna_found_initial = 0
first_global_vias = 11400
global_route.usage.total = 0.229

[power]
ir_worst_vdd_uv = 310
power_per_cell_area_mw_per_mm2 = 586
cellLeakagePower_nw = 8.95
finalPower_w = 0.0125

[status]
outcome = "finished clean"

[clocking]
cts.clk_slew.worst_paths_ns = 0.06
number_of_post_cts_setup_repair_buffers = 0
holdBufCountCts = 0
tritoncts = "built"

[place]
place_ws_ns = 0.608
buffer_ports.inserted = 68
finalWeightedCongestion = 0.904
dp_hpwl_mm = 28.4
placed_area_mm2 = 0.0188

[worst_hold_path]
min_from = "_dp_[8]._dp3_.D_reg.bit_[23].prll_regstr_.q"
min_path_type = "register to register"
-- through the flow --
stage | utilization | cells | hold WS (ns)
floorplan | - | 1088 | 0.299
CTS | 0.504 | 1837 | 0.367
global placement | 0.445 | 1712 | 0.300
global route | 0.504 | 1837 | 0.369
detailed placement | 0.445 | 1712 | 0.300
finish | 0.504 | 1837 | 0.365
-- critical path: stages --
cell and delay (ns):
sky130_fd_sc_hd__clkbuf_16 0.12, sky130_fd_sc_hd__clkbuf_16 0.13, sky130_fd_sc_hd__clkbuf_16 0.13, sky130_fd_sc_hd__clkbuf_16 0.13, sky130_fd_sc_hd__clkbuf_16 0.13, sky130_fd_sc_hd__clkbuf_16 0.13, sky130_fd_sc_hd__clkbuf_16 0.13, sky130_fd_sc_hd__clkbuf_16 0.13
sky130_fd_sc_hd__ha_4 0.16, sky130_fd_sc_hd__clkbuf_16 0.14, sky130_fd_sc_hd__clkbuf_16 0.14, sky130_fd_sc_hd__clkbuf_16 0.13, sky130_fd_sc_hd__inv_2 0.05, sky130_fd_sc_hd__a2bb2oi_2 0.06, sky130_fd_sc_hd__clkbuf_16 0.15, sky130_fd_sc_hd__clkbuf_16 0.13
sky130_fd_sc_hd__or3_4 0.36, sky130_fd_sc_hd__a21oi_2 0.12
-- cell type report --
| cell class | count | area [um^2] | share of cell area |
|---|---|---|---|
| Clock buffer | 113 | 2330 | 0.109 |
| Clock inverter | 13 | 128 | 0.00598 |
| Multi-Input combinational cell | 490 | 4060 | 0.190 |
| Timing Repair Buffer | 114 | 1100 | 0.0516 |
| Inverter | 11 | 45.0 | 0.00211 |
| Sequential cell | 519 | 13000 | 0.607 |
| Tap cell | 577 | 722 | 0.0338 |
-- repair_timing --
action                                  CTS  global route
gates cloned                              0             0
pin swaps                                 1             2
resized                                  10             4
endpoints found under the setup margin    3             1
-- cell families after synthesis --
family / Yosys count / synth area share
flip-flops: 519 / 0.749
AND-OR/OR-AND: 245 / 0.111
AND/OR/NAND/NOR: 151 / 0.0554
multiplexers: 87 / 0.0564
buffers and inverters: 79 / 0.0231
adder cells (fa/ha/maj): 7 / 0.00507
-- cell usage after synthesis, types with 11 or more instances --
cell type | number | area [um^2]
sky130_fd_sc_hd__nand3b_1 | 17 | 128
sky130_fd_sc_hd__nand4_1 | 12 | 75.1
sky130_fd_sc_hd__nor2b_1 | 11 | 68.8
sky130_fd_sc_hd__buf_4 | 11 | 82.6
sky130_fd_sc_hd__o21ai_0 | 12 | 60.1
sky130_fd_sc_hd__dfrtp_1 | 512 | 12800
sky130_fd_sc_hd__clkbuf_1 | 27 | 101
sky130_fd_sc_hd__mux2_2 | 14 | 158
sky130_fd_sc_hd__buf_2 | 24 | 120
sky130_fd_sc_hd__nand3_1 | 22 | 110
sky130_fd_sc_hd__nor2_1 | 14 | 52.6
sky130_fd_sc_hd__o2bb2ai_1 | 11 | 96.3
sky130_fd_sc_hd__o22ai_1 | 21 | 131
sky130_fd_sc_hd__mux2i_1 | 66 | 661
sky130_fd_sc_hd__a22o_1 | 36 | 315
sky130_fd_sc_hd__inv_1 | 12 | 45.0
sky130_fd_sc_hd__nand2_1 | 31 | 116
sky130_fd_sc_hd__a221oi_1 | 31 | 272
sky130_fd_sc_hd__a2bb2oi_1 | 11 | 96.3
sky130_fd_sc_hd__a22oi_1 | 57 | 428
sky130_fd_sc_hd__a21oi_1 | 17 | 85.1
-- sequential cells by signal, summed over array words and instances (netlist names) --
signal / cells
full: 1
count: 5
pndng: 1
_dp_._dp2_.D_reg.bit_.prll_regstr_.q: 32
_dp_._dp3_.D_reg.bit_.prll_regstr_.q: 480
-- power breakdown --
part	total, W	internal (W)	switching, W
Combinational	0.00239	0.00110	0.00129
Clock	0.00521	0.00327	0.00194
Sequential	0.00491	0.00462	0.000286
Total	0.0125	0.00900	0.00351
-- metal layers --
layer  track usage  vias up  routed length [um]
met2         0.314      534               20300
met1         0.331     5283               18900
li1              -     4331                   -
met3         0.110      121                5080
met5       0.00222        -                   0
met4        0.0826        0                1710
-- final timing paths --
kind / cells after the start / slack, ns / endpoint
max reg2reg: 9 / 2.03 / count[3]
min in group asynchronous: 2 / 1.07 / _dp_[15]._dp3_.D_reg.bit_[29].prll_regstr_.q
min reg2reg: 0 / 0.37 / _dp_[9]._dp3_.D_reg.bit_[23].prll_regstr_.q
max in group clk1: 1 / 3.98 / _dp_[0]._dp2_.D_reg.bit_[20].prll_regstr_.q
max: 18 / 0.07 / count[2]
max in group asynchronous: 4 / 2.26 / _dp_[11]._dp3_.D_reg.bit_[16].prll_regstr_.q
min in group clk0: 2 / 0.67 / count[0]
min: 0 / 0.37 / _dp_[9]._dp3_.D_reg.bit_[23].prll_regstr_.q
Power and IR drop assume default switching activity.
